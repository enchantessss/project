--- /design/flow/run.sh ---
#!/bin/bash
# OpenROAD 26Q1-2900-gdf79404cd8, Yosys 0.63+post, stock flow scripts
make -C /OpenROAD-flow-scripts/flow DESIGN_CONFIG=/design/flow/config.mk WORK_HOME=/design/flow/orfs finish
--- /design/flow/config.mk ---
export PLATFORM = sky130hd
export DESIGN_NAME = sdp_ram_sync_shfifo
export DESIGN_NICKNAME = sdp_ram_sync_shfifo
export VERILOG_FILES = /design/flow/design.v
export SDC_FILE = /design/flow/constraint.sdc
export NUM_CORES = 4
export LEC_CHECK = 1
export CORE_UTILIZATION = 40
--- /design/flow/constraint.sdc ---
current_design sdp_ram_sync_shfifo

set clk_period 13.1
set clk_io_pct 0.2

create_clock -name clk0 -period $clk_period [get_ports {clk}]

set non_clock_inputs [all_inputs -no_clocks]
set_input_delay [expr $clk_period * $clk_io_pct] -clock clk0 $non_clock_inputs
set_output_delay [expr $clk_period * $clk_io_pct] -clock clk0 [all_outputs]
--- /design/flow/design.v ---
parameter FIFO_WIDTH = 32;
parameter FIFO_ADDR  = 4;
parameter FIFO_DEPTH = 1 << FIFO_ADDR;
parameter FIFO_AE_THRESHOLD = 1;
parameter FIFO_AF_THRESHOLD = FIFO_DEPTH -1; 
interface my_if(input clk, input rst_n);
    logic                      fifo_wen         ;
    logic [FIFO_WIDTH-1 :0]    fifo_wdat        ;
    logic                      fifo_ren         ;
    logic [FIFO_WIDTH-1 :0]    fifo_rdat        ;
    logic                      fifo_empty       ;
    logic                      fifo_full        ;
    logic                      fifo_aempty      ;
    logic                      fifo_afull       ;
    logic [FIFO_ADDR :0]       fifo_wcnt        ;
    logic [FIFO_ADDR :0]       fifo_rcnt        ;
    logic                      fifo_wr_full_err ;
    logic                      fifo_rd_empty_err;
endinterface
module sdp_ram #(
    parameter RAM_DATA_WIDTH = 32,
    parameter RAM_ADDR_WIDTH = 3,
    parameter RAM_DEPTH = 1 << RAM_ADDR_WIDTH) 
(
    input                                     clk,
    input                                     wen,
    input       [RAM_ADDR_WIDTH-1 : 0]        waddr,
    input       [RAM_DATA_WIDTH-1 : 0]        wdat,
    input                                     ren,
    input       [RAM_ADDR_WIDTH-1 : 0]        raddr,
    output reg  [RAM_DATA_WIDTH-1 : 0]        q  
);
reg wr_en;
reg [RAM_ADDR_WIDTH-1 : 0] wr_addr;
reg [RAM_DATA_WIDTH-1 : 0] wr_data;
reg rd_en;
reg [RAM_ADDR_WIDTH-1 : 0] rd_addr;
always @(posedge clk) begin
    wr_en <= wen;
    wr_addr <= waddr;
    wr_data <= wdat;
    rd_en <= ren;
    rd_addr <= raddr;
end
reg [RAM_DATA_WIDTH-1 : 0] memory[0:RAM_DEPTH-1];
always @(posedge clk) begin
    if(wr_en) begin
        memory[wr_addr] <= wr_data;
    end
    else;
end
always @(posedge clk) begin
    if(rd_en) begin
        q <= memory[rd_addr];
    end
    else;
end
endmodule
module sdp_ram_sync_shfifo #(
    parameter FIFO_WIDTH = 32,
    parameter FIFO_ADDR  = 3,
    parameter FIFO_DEPTH = 1 << FIFO_ADDR,
    parameter FIFO_AE_THRESHOLD = 1,
    parameter FIFO_AF_THRESHOLD = FIFO_DEPTH -1,
    parameter RAM_DATA_WIDTH = FIFO_WIDTH,
    parameter RAM_ECC_WIDTH = 0,  
    parameter RAM_ADDR_WIDTH = FIFO_ADDR,
    parameter RAM_DEPTH = 1 << RAM_ADDR_WIDTH) 
(
    input                                                   clk,
    input                                                   rst_n,
    input                                                   fifo_wen,
    input      [FIFO_WIDTH - 1 : 0]                         fifo_wdat,
    input                                                   fifo_ren,
    output     [FIFO_WIDTH - 1 : 0]                         fifo_rdat,
    output                                                  fifo_empty,
    output                                                  fifo_full,
    output                                                  fifo_aempty,
    output                                                  fifo_afull,
    output reg [FIFO_ADDR :0]                               fifo_wcnt,
    output reg [FIFO_ADDR :0]                               fifo_rcnt,
    output reg                                              fifo_wr_full_err,
    output reg                                              fifo_rd_empty_err
);
reg                                                 ram_wen;
reg   [RAM_ADDR_WIDTH - 1 : 0]                      ram_waddr;
reg   [RAM_DATA_WIDTH + RAM_ECC_WIDTH -1 : 0]       ram_wdat;
reg                                                 ram_ren;
reg   [RAM_ADDR_WIDTH - 1 : 0]                      ram_raddr;
wire  [RAM_DATA_WIDTH - 1 : 0]                      ram_q; 
reg   [FIFO_WIDTH - 1 : 0]                          r0;
reg                                                 r0_vld;
reg   [FIFO_WIDTH - 1 : 0]                          r1;
reg                                                 r1_vld;
reg   [FIFO_WIDTH - 1 : 0]                          r2;
reg                                                 r2_vld;
reg   [FIFO_WIDTH - 1 : 0]                          r3;
reg                                                 r3_vld;
reg   [FIFO_WIDTH - 1 : 0]                          r4;
reg                                                 r4_vld;
reg   [RAM_DATA_WIDTH - 1 : 0]                      stdby_dat;  
reg                                                 stdby_vld;  
reg   [RAM_DATA_WIDTH - 1 : 0]                      ram_empty_wcache;
reg                                                 ram_empty_wcache_vld;
reg   [RAM_ADDR_WIDTH - 1 : 0]                      ram_rcnt;
reg   [RAM_ADDR_WIDTH - 1 : 0]                      ram_rcnt_1d;
reg   [RAM_ADDR_WIDTH - 1 : 0]                      ram_rcnt_2d;
reg                                                 ram_full;
reg                                                 ram_ren_1d;
reg                                                 ram_ren_2d;
always @(posedge clk or negedge rst_n) begin
    if(~rst_n) begin
        r0 <= 'b0;
        r0_vld <= 'b0;
    end
    else if(~r0_vld & fifo_wen) begin
        r0 <= fifo_wdat;
        r0_vld <= 1'b1;
    end
    else if(r0_vld & fifo_ren) begin
        r0 <= r1_vld ? r1 : r2_vld ? r2 : r3_vld ? r3 : r4_vld ? r4 : stdby_vld ? stdby_dat : (fifo_wen & fifo_rcnt == 'd1) ? fifo_wdat : 'b0;
        r0_vld <= r1_vld | r2_vld | r3_vld | r4_vld | stdby_vld | (fifo_wen & fifo_rcnt == 'd1);
    end
    else;
end
always @(posedge clk or negedge rst_n) begin
    if(~rst_n) begin
        r1 <= 'b0;
        r1_vld <= 'b0;
    end
    else if(r0_vld & ~r1_vld & ~fifo_ren) begin
        r1 <= r2_vld ? r2 : r3_vld ? r3 : r4_vld ? r4 : stdby_vld ? stdby_dat : (fifo_wen & fifo_rcnt == 'd1) ? fifo_wdat : 'b0;
        r1_vld <= r2_vld | r3_vld | r4_vld | stdby_vld | (fifo_wen & fifo_rcnt == 'd1);
    end
    else if(r1_vld & fifo_ren) begin
        r1 <= r2_vld ? r2 : r3_vld ? r3 : r4_vld ? r4 : stdby_vld ? stdby_dat : (fifo_wen & fifo_rcnt == 'd2 & r0_vld) ? fifo_wdat :'b0;
        r1_vld <= r2_vld | r3_vld | r4_vld | stdby_vld | (fifo_wen & fifo_rcnt == 'd2 & r0_vld);
    end
    else;
end
always @(posedge clk or negedge rst_n) begin
    if(~rst_n) begin
        r2 <= 'b0;
        r2_vld <= 'b0;
    end
    else if(r0_vld & r1_vld & ~r2_vld & ~fifo_ren) begin
        r2 <= r3_vld ? r3 : r4_vld ? r4 : stdby_vld ? stdby_dat : (fifo_wen & fifo_rcnt == 'd2) ? fifo_wdat : 'b0;
        r2_vld <= r3_vld | r4_vld | stdby_vld | (fifo_wen & fifo_rcnt == 'd2);
    end
    else if(r2_vld & fifo_ren) begin
        r2 <= r3_vld ? r3 : r4_vld ? r4 : stdby_vld ? stdby_dat : (fifo_wen & fifo_rcnt == 'd3 & r0_vld & r1_vld) ? fifo_wdat : 'b0;
        r2_vld <= r3_vld | r4_vld | stdby_vld | (fifo_wen & fifo_rcnt == 'd3 & r0_vld & r1_vld);
    end
    else;
end
always @(posedge clk or negedge rst_n) begin
    if(~rst_n) begin
        r3 <= 'b0;
        r3_vld <= 'b0;
    end
    else if(r0_vld & r1_vld & r2_vld & ~r3_vld & ~fifo_ren) begin
        r3 <= r4_vld ? r4 : stdby_vld ? stdby_dat : (fifo_wen & fifo_rcnt == 'd3) ? fifo_wdat : 'b0;
        r3_vld <= r4_vld | stdby_vld | (fifo_wen & fifo_rcnt == 'd3);
    end
    else if(r3_vld & fifo_ren) begin
        r3 <= r4_vld ? r4 : stdby_vld ? stdby_dat : (fifo_wen & fifo_rcnt == 'd4 & r0_vld & r1_vld & r2_vld) ? fifo_wdat : 'b0;
        r3_vld <= r4_vld | stdby_vld | (fifo_wen & fifo_rcnt == 'd4 & r0_vld & r1_vld & r2_vld);
    end
    else;
end
always @(posedge clk or negedge rst_n) begin
    if(~rst_n) begin
        r4 <= 'b0;
        r4_vld <= 'b0;
    end
    else if(r0_vld & r1_vld & r2_vld & r3_vld & ~r4_vld & ~fifo_ren) begin
        r4 <= stdby_vld ? stdby_dat : (fifo_wen & fifo_rcnt == 'd4) ? fifo_wdat : 'b0;
        r4_vld <= stdby_vld | (fifo_wen & fifo_rcnt == 'd4);
    end
    else if(r4_vld & fifo_ren) begin
        r4 <= stdby_vld ? stdby_dat : (fifo_wen & fifo_rcnt == 'd5 & r0_vld & r1_vld & r2_vld & r3_vld) ? fifo_wdat : 'b0;
        r4_vld <= stdby_vld | (fifo_wen & fifo_rcnt == 'd5 & r0_vld & r1_vld & r2_vld & r3_vld);
    end
    else;
end
always @(posedge clk or negedge rst_n) begin
    if(~rst_n) begin
        ram_wen <= 'b0;
        ram_waddr <= 'b0;
        ram_wdat <= 'b0;
    end
    else if(r0_vld & r1_vld & r2_vld & r3_vld & r4_vld & fifo_wen & ~fifo_ren) begin
        ram_wen <= 'b1;
        ram_waddr <= ram_waddr + ram_wen;
        ram_wdat <= fifo_wdat;
    end
    else if(ram_rcnt != 0 & fifo_wen & ~ram_full) begin
        ram_wen <= 'b1;
        ram_waddr <= ram_waddr + ram_wen;
        ram_wdat <= fifo_wdat;
    end
    else if(ram_rcnt_1d != 0 & r4_vld & fifo_wen & ~ram_full) begin  
        ram_wen <= 'b1;
        ram_waddr <= ram_waddr + ram_wen;
        ram_wdat <= fifo_wdat;
    end
    else if(ram_wen & fifo_wen & ~ram_full) begin  
        ram_wen <= 'b1;
        ram_waddr <= ram_waddr + ram_wen;
        ram_wdat <= fifo_wdat;
    end
    else begin
        ram_wen <= 'b0;
        ram_waddr <= ram_waddr + ram_wen;
        ram_wdat <= 'b0;
    end
end
always @(posedge clk or negedge rst_n) begin
    if(~rst_n) begin
        ram_rcnt <= 'b0;
        ram_rcnt_1d <= 'b0;
        ram_rcnt_2d <= 'b0;
    end
    else begin
        ram_rcnt <= ram_rcnt + ram_wen - ram_ren;
        ram_rcnt_1d <= ram_rcnt;
        ram_rcnt_2d <= ram_rcnt_1d;
    end
end
always @(posedge clk or negedge rst_n) begin
    if(~rst_n) begin
        ram_full <= 'b0;
    end
    else if(ram_rcnt == FIFO_DEPTH - 1 & ram_wen & ~ram_ren) begin
        ram_full <= 'b1;
    end
    else if(~ram_wen & ram_ren) begin
        ram_full <= 'b0;
    end
    else;
end
always @(posedge clk or negedge rst_n) begin
    if(~rst_n) begin
        ram_raddr <= 'b0;
    end
    else if(ram_ren) begin
        ram_raddr <= ram_raddr + 'b1;
    end
    else;
end
assign ram_ren = (fifo_ren | ~r4_vld | ~r3_vld | ~r2_vld | ~r1_vld | ~r0_vld) & ram_rcnt != 'b0;
always @(posedge clk or negedge rst_n) begin
    if(~rst_n) begin
        ram_ren_1d <= 'b0;
        ram_ren_2d <= 'b0;
    end
    else begin
        ram_ren_1d <= ram_ren;
        ram_ren_2d <= ram_ren_1d;
    end
end
always @(posedge clk or negedge rst_n) begin
    if(~rst_n) begin
        ram_empty_wcache <= 'b0;
        ram_empty_wcache_vld <= 'b0;
    end
    else if(ram_rcnt == 'b0 & ram_rcnt_2d == 'd1 & fifo_wen & ~ram_wen) begin  
        ram_empty_wcache <= fifo_wdat;
        ram_empty_wcache_vld <= 'b1;
    end
    else if(~r4_vld & ram_rcnt == 'b0 & stdby_vld & fifo_wen & ~ram_wen) begin  
        ram_empty_wcache <= fifo_wdat;
        ram_empty_wcache_vld <= 'b1;
    end
    else if(~r4_vld & ram_rcnt == 'b0 & ram_ren_1d & fifo_wen & ~ram_wen) begin  
        ram_empty_wcache <= fifo_wdat;
        ram_empty_wcache_vld <= 'b1;
    end
    else if(~r4_vld & ~ram_ren_2d) begin  
        ram_empty_wcache <= 'b0;
        ram_empty_wcache_vld <= 'b0;
    end
    else;
end
assign stdby_vld = ram_ren_2d | ram_empty_wcache_vld;
assign stdby_dat = ram_ren_2d ? ram_q : ram_empty_wcache;
assign fifo_rdat = r0_vld ? r0 : 'b0; 
always@(posedge clk or negedge rst_n)
begin
    if(~rst_n) begin
        fifo_rcnt <= 'b0;
    end
    else if(fifo_wen & ~fifo_ren & ~fifo_full) begin
        fifo_rcnt <= fifo_rcnt + 'b1;
    end
    else if(fifo_ren & ~fifo_wen & ~fifo_empty) begin
        fifo_rcnt <= fifo_rcnt - 'b1;
    end
    else;
end
always @(posedge clk or negedge rst_n)
begin
    if(~rst_n) begin
        fifo_wcnt <= FIFO_DEPTH;
    end
    else if(fifo_wen & ~fifo_ren & ~fifo_full) begin
        fifo_wcnt <= fifo_wcnt - 'b1;
    end
    else if(fifo_ren & ~fifo_wen & ~fifo_empty) begin
        fifo_wcnt <= fifo_wcnt + 'b1;
    end
    else;
end
assign fifo_full = fifo_rcnt == FIFO_DEPTH;
assign fifo_empty = fifo_rcnt == 'b0;
assign fifo_aempty = fifo_rcnt <= FIFO_AE_THRESHOLD;
assign fifo_afull = fifo_rcnt >= FIFO_AF_THRESHOLD;
always @(posedge clk or negedge rst_n) begin
    if(~rst_n) begin
        fifo_wr_full_err <= 'b0;
    end
    else if(fifo_full & fifo_wen) begin
        fifo_wr_full_err <= 'b1;
    end
    else;
end
always @(posedge clk or negedge rst_n) begin
    if(~rst_n) begin
        fifo_rd_empty_err <= 'b0;
    end
    else if(fifo_empty & fifo_ren) begin
        fifo_rd_empty_err <= 'b1;
    end
    else;
end
sdp_ram #(
    .RAM_DATA_WIDTH(RAM_DATA_WIDTH),
    .RAM_ADDR_WIDTH(RAM_ADDR_WIDTH)) sdp_ram_inst0 
(
    .clk    (clk),
    .wen    (ram_wen),
    .waddr  (ram_waddr),
    .wdat   (ram_wdat),
    .ren    (ram_ren),
    .raddr  (ram_raddr),
    .q      (ram_q)
);
endmodule
==> out/README.md <==
| Metric | Reported |
|:---|:---|
| Run status | finished, final reports clean |
| Number of antenna-violating nets in the routed design | 0 |
| Post-synthesis to final-layout area growth | 14.8% |
| Number of logged tool warnings | 30 |
| Data required time of the critical path | 10.48 ns |
| Standard-cell row count | 109 |
| Path class of the lowest-slack min-delay path | reg2reg |
| Count of synthesis-stage warnings from yosys | 5 |
| Cell types occupying the most area after synthesis | edfxtp_1, dfrtp_1, mux4_2, o21ai_0, dfxtp_1 |
| Fmax | 190 MHz |
| Number of register bits inferred by synthesis | 852 |
| Clock-pin slew on the worst setup and hold paths | 0.06 ns |
| Setup repair after global routing missed its margin | false |
| H-tree levels | 3 |
| Maximum clock path buffer count | 3 |
| Die outline area | 90900 sq um |
| Area of the mapped netlist | 35900 sq um |
| Aggregate global routing overflow | 0 |
| Pleak | 14.4 nW |
| Largest net degree at the start of global routing | 68 |
| Final routed DRC violation total | 0 |
| Area of the core | 88600 sq um |
| Aggregate negative setup slack | 0 ns |
| Detailed-route wire length | 89.9 mm |
| Chip area in the Yosys report | 35900 sq um |
| Global Route Usage Sum | 0.216 |
| Number of antenna violations at the first check in global routing | 2 |
| Share of the core filled by cells before placement | 0.405 |
| Number of port buffers | 83 |
| Final worst path period need | 5.27 ns |
| WP data arrival | 2.65 ns |
| Clock Sink Count | 852 |
| Post-CTS setup repair buffer count | 0 |
| Weighted congestion at the end of routability-driven global placement | 0.862 |
| Worst-case headroom to the max-slew limit | 0.344 |
| Maximum vdd ir drop | 0.112 mV |
| Number of hold buffers added after cts | 0 |
| Category of the critical setup timing path | reg2out |
| Die Width | 301 um |
| Clock Skews | 0.0194 ns |
| Clock tree from TritonCTS | done |
| Post-detailed-route via-to-cell ratio | 5.87 |
| Total CTS buffers | 86 |
| Overall via count from detail_route | 22178 |
| Worst Tran Pin Value | 0.981 ns |
| Number of pins with negative max-slew slack in the final report | 0 |
| Number of standard cells reported by yosys | 2484 |
| Fin. Hold Viols | 0 |
| Mean area per synthesized cell | 14.4 sq um |
| Share of the cycle needed by the critical path after routing | 0.402 |
| Max Fanout on Critical Path | 8 |
| Via count of the first global-routing pass | 23107 |
| Flip-flops with a built-in enable | 544 |
| CTS-repair resized insts | 0 |
| Number of antenna diodes | 0 |
| Dominant cell type by area after synthesis | edfxtp_1 |
| Share of async-settable or async-resettable flops after synthesis | 0.312 |
| Setup-failing EPs final | 0 |
| Clock insertion delay at the later pin of the skew report | 0.64 ns |
| Clock Root Buffer | clkbuf_16 |
| Average detailed-routed wire length per instance | 23.8 um |
| DRC marker count from the first detailed-route iteration | 1604 |
| Height of the chip | 301 um |
| Setup crit end kind | output pin |
| Sequential share of the synthesized area | 0.664 |
| Unique cell types | 69 |
| Global-route wire length before repair | 138 mm |
| Number of top-level pins | 84 |
| Total power draw | 9.46 mW |
| Launching element type of the critical path | register |
| Top-area cell share | 0.455 |
| Iteration tally of the first detailed-router pass | 27 |
| Share of post-route cells with drive strength above 1 | 0.160 |
| Total power divided by cell area | 230 nW/um^2 |
| Synthesized instance count | 2484 |
| Predominant post-synthesis flop cell | edfxtp_1 |
| Post-detail-place hpwl | 50.2 mm |
| Max-Cap Viols | 0 |
## cell usage after synthesis (20+ instances only)
master,n
edfxtp_1,544
dfrtp_1,265
o21ai_0,211
nand2_1,192
mux4_2,160
nor2_1,144
clkbuf_1,125
a31oi_1,93
and2_1,71
o211ai_1,57
a22oi_1,53
nand3_1,53
dfxtp_1,42
a22o_1,39
a21oi_1,37
buf_2,37
a221oi_1,32
nor2b_1,31
o22a_1,29
inv_1,23
a21boi_0,22
o22ai_1,20
## report_power, final
group | internal (mW) | leakage, nW | switching [mW]
sequential | 3.53 | 8.60 | 0.440
combinational | 1.27 | 4.32 | 1.56
clock | 1.60 | 1.49 | 1.06
## area by class of cell
type                    count  area, sq um
clock inverters            57          769
inverters                  24         90.1
flip-flops and latches    852        23800
multi-input cells        1430        11400
fillers                  7394        47500
repair buffers            145         1300
well taps                1165         1460
clock buffers             105         2340
## metal layers
layer  track usage  part of all wire  vias up  wire [um]
met4        0.0541             0.028        8       2490
met5        0.0153            0.0020        -        177
met3         0.108              0.12      179      11000
met2         0.329              0.48     1184      43500
li1              -                 -     9815          -
met1         0.288              0.36    10992      32700
## placed cells by master (no fill, tap or decap), types with 38 or more instances in the layout
| master | count |
|---|---|
| clkdlybuf4s50_1 | 82 |
| mux4_2 | 160 |
| and2_1 | 71 |
| a22oi_1 | 53 |
| dfrtp_1 | 261 |
| buf_4 | 62 |
| nor2_1 | 131 |
| dfxtp_1 | 38 |
| nand2_1 | 192 |
| o211ai_1 | 57 |
| clkbuf_16 | 88 |
| a31oi_1 | 92 |
| nand3_1 | 53 |
| edfxtp_1 | 544 |
| a22o_1 | 39 |
| o21ai_0 | 211 |
## path summary, 6_finish.rpt
path                              start                   endpoint  slack [ns]  cells past startpoint
min in group asynchronous         rst_n                     r0[28]        1.91                      1
min                        ram_wdat[28]  sdp_ram_inst0.wr_data[28]        0.34                      0
max                        fifo_rcnt[0]                 fifo_empty        7.83                      4
min reg2reg                ram_wdat[28]  sdp_ram_inst0.wr_data[28]        0.34                      0
max reg2reg                      r3_vld                ram_rcnt[2]        9.52                      9
max in group asynchronous         rst_n                     r4[11]        9.41                      3
## worst max-delay path, cell delays in order (launching register included)
cell             delay (ns)
dfrtp_1                0.48
inv_1                  0.15
ha_1                   0.27
nor4b_1                0.54
clkdlybuf4s50_1        0.59
## registers in the layout, indices dropped and copies added, names as in the netlist, 5 cells and up
name and count:
fifo_rcnt 5, fifo_wcnt 5, r0 32, r1 32, r2 32, r3 32
r4 32, ram_empty_wcache 32, ram_wdat 32, sdp_ram_inst0.memory 512, sdp_ram_inst0.q 32, sdp_ram_inst0.wr_data 32
## metrics by stage
step                instances  hold slack (ns)  setup WS, ns  utilization  instance area, sq um
floorplan                2484            0.324          8.45            -                 35900
global route             3778            0.343          7.69        0.464                 41200
detailed placement       3616            0.328          7.70        0.429                 38100
CTS                      3778            0.344          7.81        0.464                 41200
global placement         3616            0.332          7.70        0.429                 38100
finish                   3778            0.342          7.83        0.464                 41200
## cell families after synthesis
| logic type | count (synthesis) | share of synthesized area |
|---|---|---|
| compound gates | 667 | 0.123 |
| mux | 176 | 0.105 |
| buf+inv | 202 | 0.0233 |
| fa+ha+maj | 20 | 0.00739 |
| simple gates | 553 | 0.0738 |
| xor+xnor | 14 | 0.00342 |
| flops | 852 | 0.664 |
Power and IR drop assume default switching activity.
